==> design.v <==
module demux (
    input [3:0] in,
    input [1:0] select,
    input enable,
    output [3:0] Y1,
    output [3:0] Y2,
    output [3:0] Y3,
    output [3:0] Y4
);   
    assign Y1 = (~select[0] && ~select[1] && enable) ? in : 0;
    assign Y2 = (select[0] && ~select[1] && enable) ?  in: 0;
    assign Y3 = (~select[0] && select[1] && enable) ? in : 0;
    assign Y4 = (select[0] && select[1] && enable) ? in : 0;
endmodule
==> run.sh <==
#!/bin/bash
# OpenROAD 26Q1-2900-gdf79404cd8, Yosys 0.63+post, stock flow scripts
make -C /OpenROAD-flow-scripts/flow DESIGN_CONFIG=/design/flow/config.mk WORK_HOME=/design/flow/orfs finish
==> config.mk <==
export PLATFORM = sky130hd
export DESIGN_NAME = demux
export DESIGN_NICKNAME = demux
export VERILOG_FILES = /design/flow/design.v
export SDC_FILE = /design/flow/constraint.sdc
export NUM_CORES = 4
export LEC_CHECK = 1
export CORE_AREA = 10 10 70 70
export DIE_AREA = 0 0 80 80
==> constraint.sdc <==
current_design demux

set clk_period 1.0
set clk_io_pct 0.2

create_clock -name clk0 -period $clk_period

set non_clock_inputs [all_inputs -no_clocks]
set_input_delay [expr $clk_period * $clk_io_pct] -clock clk0 $non_clock_inputs
set_output_delay [expr $clk_period * $clk_io_pct] -clock clk0 [all_outputs]
==> out/qor.txt <==
Status -> finished with violations
Failing checks -> setup timing
Met3 routed WL -> 215 um
Metal2 WL -> 388 um
Synth Cell Area -> 199 sq um
# port buffers -> 23
Max Clk Rate -> 0.928 GHz
Flop count -> 0
Final setup vio count -> 8
ANT nets after route -> 0
Post-layout period usage -> 1.08
Yosys chip area -> 199 sq um
Grt ovf -> 0
Vias in the first global route -> 293
Unique masters post-synth -> 5
Reg area -> 0 sq um
Maximum number of pins on one net before global-route repair -> 17
Initial antenna violation count -> 0
Post-Route M1 WL -> 512 um
First-pass GRT wire length -> 1600 um
Dpl ws -> -0.887 ns
Worst-margin pin slew -> 0.100 ns
Final hold violations -> 0
Hold_buf cts -> 0
Critical Path AT -> 0.88 ns
Gp weighted congestion -> 0.768
CP endpoint kind -> primary output
Vias -> 298
Slew headroom -> 0.933
Fin area -> 482 sq um
Final setup margin -> -0.0775 ns
Power Total -> 0.126 mW
Syn avg cell area -> 10.5 sq um
Critical path peak fanout -> 4
Layout cells sized above 1 -> 0.646
Chip height -> 80 um
Fin Hold WS -> 0.781 ns
Critical Path RT -> 0.80 ns
P_leak -> 0.256 nW
GRT Util Overall -> 0.0302
Uppermost layer routed -> met3
Core area -> 3420 sq um
Tool warnings -> 34
Via density -> 3.17
Critical path type -> input pin to primary output
Maximum Capacitance Violations -> 0
Row cnt -> 21
Placed standard-cell area -> 468 sq um
Drt total wl -> 1120 um
Register share after synthesis -> 0
Minimum clock period after layout -> 1.08 ns
Clkbuf count -> 0
Crit path launch type -> input pin
Die Span X -> 80 um
# IOs -> 23
Maximum vdd drop -> 0.0442 mV
RSZ-0062 raised after global routing -> true
Setup TNS -> -0.355 ns
Die area -> 6400 sq um
Remaining routing DRC violations -> 0
Initial detailed-routing violation count -> 20
PwrDens -> 261 nW/um^2
Max Slew Vio Count -> 0
Hold crit path type -> input pin to primary output
Post-Synthesis Cells -> 19
FP Core Util -> 0.0582
WL per Instance -> 11.9 um
# diodes -> 0
Initial DRT Pass Iterations -> 4
YS warnings -> 0
Area grow syn2layout -> 142%
Yosys cell count -> 19
==> where the power goes <==
| part | switching, mW | internal, mW | total [mW] |
|---|---|---|---|
| Combinational | 0.0439 | 0.0820 | 0.126 |
| Sequential | 0 | 0 | 0 |
| Clock | 0 | 0 | 0 |
==> worst max-delay path: stages <==
cell and delay, ns:
buf_6 0.10, buf_6 0.11, buf_6 0.11, and4bb_2 0.27
buf_2 0.09
==> cells by family after synthesis <==
| logic type | count (synthesis) | synth area share |
|---|---|---|
| buffers and inverters | 3 | 0.170 |
| and+or+nand+nor | 16 | 0.830 |
==> worst paths after layout <==
kind | from | end | slack, ns | depth (start not counted)
max | select[1] | Y1[3] | -0.08 | 5
min | in[1] | Y2[1] | 0.78 | 3
==> final cells by class <==
class,count,area [sq um]
fill,401,2930
timing repair buffer,32,259
tap,46,57.6
multi-input combinational,16,165
==> Yosys cell counts, drive strengths merged <==
master,instances,area share
and4,4,0.18
and4b,8,0.40
and4bb,4,0.25
buf,3,0.17
==> layout by cell type (no fill, tap or decap) <==
| master | Yosys | routed |
|---|---|---|
| and4_1 | 4 | 4 |
| and4b_1 | 8 | 8 |
| and4bb_1 | 2 | 2 |
| and4bb_2 | 2 | 2 |
| buf_2 | 0 | 14 |
| buf_4 | 0 | 2 |
| buf_6 | 3 | 9 |
| buf_8 | 0 | 1 |
| clkbuf_2 | 0 | 1 |
| clkdlybuf4s15_1 | 0 | 3 |
| clkdlybuf4s15_2 | 0 | 2 |
==> layer usage <==
layer  vias to the layer above  track usage
li1                        147            -
met1                       131       0.0435
met2                        20       0.0401
met3                         0       0.0170
met4                         0            0
met5                         -            0
==> through the flow <==
step                       util  instances
final                     0.141         94
after global routing      0.141         94
after CTS                 0.142         94
after detailed placement  0.137         87
after global placement    0.137         87
after floorplan               -         19
==> repair_timing <==
| item | CTS | global route |
|---|---|---|
| endpoints found under the setup margin | 16 | 12 |
| cloned | 2 | 0 |
| setup buffers | 5 | 1 |
| resized | 85 | 2 |
| pin swaps | 7 | 3 |
Power and IR drop assume default switching activity.
